===== constraint.sdc =====
current_design free_list_new

set clk_period 4.0
set clk_io_pct 0.2

create_clock -name clk0 -period $clk_period [get_ports {clk}]

set non_clock_inputs [all_inputs -no_clocks]
set_input_delay [expr $clk_period * $clk_io_pct] -clock clk0 $non_clock_inputs
set_output_delay [expr $clk_period * $clk_io_pct] -clock clk0 [all_outputs]

===== run.sh =====
#!/bin/bash
# OpenROAD 26Q1-2900-gdf79404cd8, Yosys 0.63+post, stock flow scripts
make -C /OpenROAD-flow-scripts/flow DESIGN_CONFIG=/design/flow/config.mk WORK_HOME=/design/flow/orfs finish

===== config.mk =====
export PLATFORM = sky130hd
export DESIGN_NAME = free_list_new
export DESIGN_NICKNAME = free_list_new
export VERILOG_FILES = /design/flow/design.v
export SDC_FILE = /design/flow/constraint.sdc
export NUM_CORES = 4
export LEC_CHECK = 1
export CORE_UTILIZATION = 50

===== design.v =====
module free_list_new(
    input [5:0] PR_old,    
    input RegDest_retire,
    input retire_reg,   
    input RegDest,      
    input clk, rst,
    input hazard_stall,     
    input recover,
    input [5:0] PR_new_flush,    
    input RegDest_ROB,     
    output [5:0] PR_new,   
    output empty     
);
reg [5:0] mem [0:63];
reg [5:0] head, tail;   
wire write, read;
assign write = (retire_reg || recover) && ~hazard_stall;    
assign read = RegDest && ~recover && ~empty && ~hazard_stall;   
reg [5:0] counter;
always @(posedge clk or negedge rst) begin
    if (!rst) 
        counter <= 6'h20;            
    else if (write && read)
        counter <= counter;
    else if (write)      
        counter <= counter + 1;
    else if (read)
        counter <= counter - 1;
end
always @(posedge clk or negedge rst) begin
    if (!rst) begin
        head <= 6'h00;            
        tail <= 6'h20;            
    end
    else begin
        if ((write && recover && RegDest_ROB) || (write && !recover && RegDest_retire))      
            tail <= tail + 1;
        if (read)
            head <= head + 1;   
   end
end
integer i;
always @(posedge clk or negedge rst) begin
    if (!rst) begin
            for (i = 0; i < 32; i = i + 1) begin
                mem[i] <= i + 32;
            end
            for (i = 32; i < 63; i = i + 1) begin
                mem[i] <= 0;
            end
    end
    else if (write && recover && RegDest_ROB) 
        mem[tail] <= PR_new_flush;
    else if (write && !recover && RegDest_retire) 
        mem[tail] <= PR_old;
end
assign PR_new = mem[head];
assign empty = ~(|counter);   
endmodule

==> flow_metrics.tcl <==
# collected from the flow reports
set metrics [dict create \
    status "finished, violations left" \
    crit_path_max_incr_delay_ns 0.55 \
    dr_wl_met2_um 28700 \
    die_x_um 196 \
    area_leaders "dfrtp_1, dfstp_2, a21oi_1" \
    rsz0062_at_grt "true" \
    dp.cells 2587 \
    maxCapViolations 0 \
    top_layer_used "met5" \
    ys_ff 402 \
    violations "setup timing" \
    path_max_fanout 17 \
    power_density_nw_per_um2 619 \
    ys_sh_aoi 0.144 \
    postRouteAntennaNets 0 \
    drive_above_1_share 0.222 \
    finalCritPeriodShare 1.02 \
    wl_met3_um 7450 \
    wl_per_cell_um 24.8 \
    io_buffers 26 \
    fin_util 0.624 \
    synthArstFlopShare 0.985 \
    yosys_cells 2105 \
    hpwlAfterDp_um 43600 \
    gp_congestion 0.982 \
    clk_path_buf_depth 3 \
    finalClockSkew_ns 0.0135 \
    chipHeight_um 196 \
    synth_area_leader_cell "dfrtp_1" \
    cp_cell_sequence "buf_4, buf_12, a21oi_1, o311ai_1, or4_4, or3_4, buf_6, buf_6, mux2_4, buf_6" \
    ys_types 67 \
    syn_area_per_cell_um2 8.95 \
    grt_overflow_total 0 \
    synthToLayoutAreaGrowth_pct 22.1 \
    tightest_slew_ns 0.931 \
    adder_share 0.00903 \
    yosys_warnings 2 \
    pin_count 27 \
    cts_buffers 43 \
    finalSetupViolations 1 \
    fmax_mhz 246 \
    wl_met1_um 27900 \
    clock_sinks 402 \
    cts_max_level 2 \
    num_vias 16469 \
    grt_pass1_vias 16174 \
    routed_via_density 6.05 \
    clock_latency_ns 0.58 \
    grt_pass1_wl_um 102000 \
    core_area_um2 36900 \
    fp_util 0.511 \
    ir_drop_mv 0.415 \
    logic_family "simple AND/OR/NAND/NOR gates" \
    min_period_ns 4.07 \
    fin_cells 2723 \
    antenna_found_initial 5 \
    ys_seq_share 0.543 \
    ys_sh_xor 0.00790 \
    setup_slack_ns -0.0687 \
    cp-start-kind "flip-flop" \
    synth_cells 2105 \
    synth_top_area_share 0.375 \
    drt_iter0_drc 1227 \
    worstPathArrival_ns 3.27 \
    tritoncts "built" \
    drv_slew 0 \
    drt_first_pass_iters 5 \
    mux_area_frac 0.0177 \
    end_kind "primary output" \
    wl_um 67600 \
    drc 0 \
    finalHoldViolCount 0 \
    crit_required_ns 3.20 \
    setup_tns_ns -0.0687 \
    ff_type "dfrtp_1" \
    grt_max_degree 108 \
    edf_count 6 \
    die_area_um2 38500 \
    slowest_stage "dfrtp_4" \
    synth_area_um2 18800 \
    whs_ns 0.243 \
    warning_count 37 \
    crit_top_cell "buf_6" \
    grt.total_usage 0.382 \
    cts-root-buf "clkbuf_16" \
    min_path_type "in -> async" \
    synthSimpleGateAreaFrac 0.231 \
    crit_type "reg -> out" \
    ys_chip_area_um2 18800 \
    cellLeakagePower_uw 0.00991 \
    num_rows 70 \
    clk_pin_slew_ns 0.06 \
    slew-limit-headroom 0.366 \
]
## kinds of logic after synthesis
| logic type | after synthesis |
|---|---|
| and+or+nand+nor | 936 |
| AOI/OAI and AO/OA | 492 |
| DFF | 402 |
| buffers and inverters | 214 |
| muxes | 31 |
| xor gates and xnor gates | 17 |
| adders and majority gates | 13 |
## worst paths after layout
kind | from | to | slack, ns | depth (start not counted)
max in group asynchronous | rst | mem[6][3] | 2.51 | 2
worst max-delay path | head[2] | PR_new[0] | -0.07 | 10
worst max register to register | counter[5] | head[5] | 1.62 | 6
worst min register to register | mem[31][4] | mem[31][4] | 0.46 | 2
min in group clk0 | mem[31][4] | mem[31][4] | 0.46 | 2
worst min-delay path | rst | mem[39][2] | 0.24 | 1
## placed cells by master (no fill, tap or decap), types with 5 or more instances in the layout
cell,instances
edfxtp_1,6
mux2i_1,14
a22oi_1,9
buf_6,13
nor4_2,10
inv_1,11
a21oi_1,330
buf_12,32
dfstp_2,114
nor4_1,10
clkdlybuf4s50_1,19
nand4_1,66
o21ai_0,72
clkbuf_8,7
clkbuf_1,14
xnor2_1,13
nand3_2,6
nor3_1,6
mux2i_4,6
buf_4,156
mux2_2,6
nand3_1,249
and3_1,29
nor2b_1,8
or2_2,5
nor4_4,7
ha_1,8
nand2_1,100
a31oi_1,16
clkinv_2,7
nand3b_1,8
a32oi_1,7
clkbuf_16,47
dfrtp_1,277
nand2b_1,8
nor2_1,387
## synth_stat cells, types with 5 or more instances
master / number
nor2_1: 388
a21oi_1: 333
dfrtp_1: 282
nand3_1: 255
clkbuf_1: 156
dfstp_2: 114
nand2_1: 100
o21ai_0: 73
nand4_1: 66
and3_1: 29
nor4_1: 27
buf_2: 22
mux2i_1: 22
a31oi_1: 18
buf_1: 14
a22oi_1: 13
inv_1: 13
xnor2_1: 13
ha_1: 12
nor2b_1: 12
nand2b_1: 9
nor3_1: 9
nand3b_1: 8
a32oi_1: 7
and2_1: 6
edfxtp_1: 6
mux2_2: 6
buf_6: 5
or2_2: 5
or3_1: 5
## worst max-delay path: cells and delay by family (launching register included)
family | cells | cell delay [ns]
buffers and inverters | 5 | 0.66
and+or+nand+nor | 2 | 0.87
AOI/OAI and AO/OA | 2 | 0.28
DFF | 1 | 0.55
muxes | 1 | 0.30
## metal layers
metal,vias to the layer above,GRT usage
met4,12,0.159
met3,199,0.155
li1,7554,-
met1,7975,0.568
met2,729,0.521
met5,-,0.0166
## through the flow
| stage | setup WS [ns] | power (uW) | area [um^2] |
|---|---|---|---|
| floorplan | 0.901 | 7480 | 18800 |
| global placement | 0.0697 | 9190 | 20500 |
| detailed placement | -0.0274 | 9230 | 20500 |
| CTS | -0.0588 | 13900 | 22700 |
| global route | -0.0982 | 14800 | 23000 |
| finish | -0.0687 | 14200 | 23000 |
## sequential cells by signal (all words and copies together) (netlist names)
register / count
head: 6
counter: 6
tail: 6
mem: 384
## what timing repair did
item                                    4_1_cts  5_1_grt
endpoints found under the setup margin        6        6
hold buffers                                  0        0
gates resized                               100       31
pin swaps                                    28       20
setup buffers                                29       22
gates cloned                                  3        3
## power by group
group / switching, uW / internal [uW] / total [uW] / leakage, uW
clock network: 1660 / 2350 / 4020 / 0.000686
logic: 2680 / 2080 / 4760 / 0.00415
registers: 504 / 4960 / 5460 / 0.00507
## cell type report
type | instances | area [um^2]
tap | 504 | 631
timing repair buffer | 235 | 2380
fill | 3001 | 13900
clock buffer | 65 | 1250
clock inverter | 13 | 149
antenna | 1 | 2.50
multi-input combinational | 1489 | 8290
sequential | 402 | 10200
inverter | 14 | 61.3
Power figures rest on the tool's default switching activity, not on a simulated workload.
