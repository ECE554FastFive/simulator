## run.sh

```bash
#!/bin/bash
# OpenROAD 26Q1-2900-gdf79404cd8, Yosys 0.63+post, stock flow scripts
make -C /OpenROAD-flow-scripts/flow DESIGN_CONFIG=/design/flow/config.mk WORK_HOME=/design/flow/orfs finish
```

## config.mk

```make
export PLATFORM = sky130hd
export DESIGN_NAME = EX_stage_OoO
export DESIGN_NICKNAME = EX_stage_OoO
export VERILOG_FILES = /design/flow/design.v
export SDC_FILE = /design/flow/constraint.sdc
export NUM_CORES = 4
export LEC_CHECK = 1
export CORE_UTILIZATION = 30
```

## constraint.sdc

```tcl
current_design EX_stage_OoO

set clk_period 23.1
set clk_io_pct 0.2

create_clock -name clk0 -period $clk_period

set non_clock_inputs [all_inputs -no_clocks]
set_input_delay [expr $clk_period * $clk_io_pct] -clock clk0 $non_clock_inputs
set_output_delay [expr $clk_period * $clk_io_pct] -clock clk0 [all_outputs]
```

## design.v

```verilog
module ALU(
    output reg [31:0] alu_out,
    output flag_z, flag_v, flag_n,
    input [31:0] in0, in1,      
    input [4:0] shamt,
    input [15:0] perf_cnt,  
    input alu_ctrl0, alu_ctrl1, alu_ctrl2, alu_ctrl3
);
localparam ADD = 4'h0, SUB = 4'h1, LUI = 4'h2, MOV = 4'h3;
localparam AND = 4'h4, SLL = 4'h5, SRA = 4'h6, SRL = 4'h7; 
localparam NOT = 4'h8, OR = 4'h9, XOR = 4'ha, ADDB = 4'hb;
localparam ADDBI = 4'hc, SUBB = 4'hd, SUBBI = 4'he, LLDC = 4'hf;  
wire [3:0] alu_ctrl = {alu_ctrl3, alu_ctrl2, alu_ctrl1, alu_ctrl0};
wire [31:0] dsll0, dsll1, dsll2, dsll3, dsll4;
wire [31:0] dsrl0, dsrl1, dsrl2, dsrl3, dsrl4;
wire [31:0] dsra0, dsra1, dsra2, dsra3, dsra4;
wire [8:0] addb0_int, addb1_int, addb2_int, addb3_int; 
wire [7:0] addb0, addb1, addb2, addb3;       
wire [7:0] subb0, subb1, subb2, subb3;
always @(alu_ctrl or in0 or in1) begin
    case (alu_ctrl)
        ADD: alu_out = in0 + in1;
        SUB: alu_out = in0 - in1;
        LUI: alu_out = {in1[15:0], 16'h0000};    
        MOV: alu_out = in0;
        AND: alu_out = in0 & in1;
        SLL: alu_out = dsll4;
        SRA: alu_out = dsra4;
        SRL: alu_out = dsrl4;
        NOT: alu_out = ~in0;
        OR: alu_out = in0 | in1;
        XOR: alu_out = in0 ^ in1;
        ADDB: alu_out = {addb3, addb2, addb1, addb0};          
        ADDBI: alu_out = {addb3, addb2, addb1, addb0};
        SUBB: alu_out = {subb3, subb2, subb1, subb0};
        SUBBI: alu_out = {subb3, subb2, subb1, subb0};
        LLDC: alu_out = {16'h0000, perf_cnt};
    endcase
end
assign flag_z = ~(|alu_out);
assign flag_n = alu_out[31];
assign flag_v = (in0[31] & in1[31] & ~alu_out[31]) || (~in0[31] & ~in1[31] & alu_out[31]);
assign dsll0 = shamt[0] ? {in0[30:0], 1'b0} : in0;         
assign dsll1 = shamt[1] ? {dsll0[29:0], 2'b00} : dsll0;
assign dsll2 = shamt[2] ? {dsll1[27:0], 4'h0} : dsll1;
assign dsll3 = shamt[3] ? {dsll2[23:0], 8'h00} : dsll2;
assign dsll4 = shamt[4] ? {dsll3[15:0], 16'h0000} : dsll3;
assign dsrl0 = shamt[0] ? {1'b0, in0[31:1]} : in0;     
assign dsrl1 = shamt[1] ? {2'b00, dsrl0[31:2]} : dsrl0;  
assign dsrl2 = shamt[2] ? {4'h0, dsrl1[31:4]} : dsrl1;
assign dsrl3 = shamt[3] ? {8'h00, dsrl2[31:8]} : dsrl2;
assign dsrl4 = shamt[4] ? {16'h0000, dsrl3[31:16]} : dsrl3;
assign dsra0 = shamt[0] ? { in0[31], in0[31:1]} : in0;
assign dsra1 = shamt[1] ? { {2{dsra0[31]}} , dsra0[31:2]} : dsra0;   
assign dsra2 = shamt[2] ? { {4{dsra1[31]}} , dsra1[31:4]} : dsra1;
assign dsra3 = shamt[3] ? { {8{dsra2[31]}} , dsra2[31:8]} : dsra2;
assign dsra4 = shamt[4] ? { {16{dsra3[31]}} , dsra3[31:16]} : dsra3;
assign addb0_int = in0[7:0] + in1[7:0];
assign addb1_int = (alu_ctrl == ADDBI) ? in0[15:8] + in1[7:0] : in0[15:8] + in1[15:8];
assign addb2_int = (alu_ctrl == ADDBI) ? in0[15:8] + in1[7:0] : in0[23:16] + in1[23:16];
assign addb3_int = (alu_ctrl == ADDBI) ? in0[15:8] + in1[7:0] : in0[31:24] + in1[31:24];
assign addb0 = addb0_int[8] ? 8'hFF : addb0_int[7:0];
assign addb1 = addb1_int[8] ? 8'hFF : addb1_int[7:0];
assign addb2 = addb2_int[8] ? 8'hFF : addb2_int[7:0];
assign addb3 = addb3_int[8] ? 8'hFF : addb3_int[7:0];
assign subb0 = in0[7:0] - in1[7:0];
assign subb1 = (alu_ctrl == SUBBI) ? in0[15:8] - in1[7:0] : in0[15:8] - in1[15:8];
assign subb2 = (alu_ctrl == SUBBI) ? in0[15:8] - in1[7:0] : in0[23:16] - in1[23:16];
assign subb3 = (alu_ctrl == SUBBI) ? in0[15:8] - in1[7:0] : in0[31:24] - in1[31:24];
endmodule
module EX_stage_OoO(
    input [15:0] instr_cnt, cycle_cnt,
    input [31:0] rs_data, rt_data,
    input [31:0] pc_1,
    input [15:0] immed_value,
    input [5:0] opcode,
    input ldic, isSignEx, immed,
    input alu_ctrl0, alu_ctrl1, alu_ctrl2, alu_ctrl3,
    input isJump, isJR,
    input link,
    output [31:0] alu_result,      
    output changeFlow,
    output [31:0] jb_addr      
);
wire [31:0] alu_out;
wire flag_z, flag_n, flag_v;
wire [31:0] in0, in1;
wire [15:0] perf_cnt;
wire [4:0] shamt;
assign in0 = rs_data;
assign in1 = immed ? (isSignEx ? {{16{immed_value[15]}}, immed_value[15:0]} : {16'h0000, immed_value[15:0]}) : rt_data;
assign perf_cnt = ldic ? instr_cnt : cycle_cnt;
assign shamt = immed_value[10:6];
assign alu_result = link ? pc_1 : alu_out;
ALU i_ALU(
          .in0(in0),
          .in1(in1),
          .shamt(shamt),
          .perf_cnt(perf_cnt),
          .alu_ctrl0(alu_ctrl0),
          .alu_ctrl1(alu_ctrl1),
          .alu_ctrl2(alu_ctrl2),
          .alu_ctrl3(alu_ctrl3),
          .alu_out(alu_out),
          .flag_z(flag_z),
          .flag_v(flag_v),
          .flag_n(flag_n));
wire isBranch;           
wire [31:0] branch_addr;
branch_gen ibranch_gen(.isBranch(isBranch), .opcode(opcode), .flag_n(flag_n), .flag_z(flag_z), .flag_v(flag_v));
assign branch_addr = pc_1 + {{16{immed_value[15]}}, immed_value[15:0]};
assign changeFlow = isBranch | isJump;                                  
assign jb_addr = isBranch ? branch_addr : (isJR ? rs_data : {pc_1[31:16], immed_value});
endmodule
module branch_gen(
    output reg isBranch,
    input [5:0] opcode,
    input flag_z, flag_n, flag_v
);
localparam B = 6'b010011;
localparam BEQ = 6'b010100;
localparam BGT = 6'b010101;
localparam BGE = 6'b010110;
localparam BLE = 6'b010111;
localparam BLT = 6'b011000;  
localparam BNE = 6'b011001; 
always @(opcode or flag_n or flag_z or flag_v) begin
    case (opcode)
        B: isBranch = 1;
        BEQ: isBranch = flag_z;
        BGT: isBranch = (~flag_z) && (~flag_n);    
        BGE: isBranch = (~flag_n);
        BLE: isBranch = flag_z | flag_n;
        BLT: isBranch = flag_n;
        BNE: isBranch = ~flag_z;
        default: isBranch = 0;
    endcase
end
endmodule
```

==> results.toml <==
# generated from flow reports
[outcome]
status = "finished clean"

[pwr]
peakVddDrop_mv = 0.0183
leakage_nw = 8.36
switching_share_pct = 61.9
power_switching_mw = 0.405
p_per_area_nw_per_um2 = 32.3
p_int_mw = 0.249

[cells_and_area]
seq_area_sq_um = 0
drive_gt1_share_pct = 10.7
nClkBuffers = 0
final_area_sq_um = 20200
areaGrowthSynthToFinish_pct = 19.3
fin_cells = 3272
seq_cells = 0
fin_util_pct = 36.5

[die]
chipArea_sq_um = 57500
core_sq_um = 55400
io_pins = 225
fp_util_pct = 30.6
die_h_um = 240
die_x_um = 240
rows = 86

[synth]
synth_area_leader_cell = "ha_1"
common_cells = "182 x ha_1, 182 x nor2_1, 177 x mux2i_1, 169 x nand2_1, 165 x a21oi_1"
synth_cell_types = 91
top_cell_area_share_pct = 13.4
syn-mean-instance-area_sq_um = 7.18
synth_warnings = 2
ys_cells = 2360
synth-seq-area-share_pct = 0
syn_inst = 2360
yosysChipArea_sq_um = 17000
netlist_area_sq_um = 17000
top_cells_by_area = "ha_1 13%, mux2i_1 10%, mux4_2 5.8%"

[clock_tree]
post_cts_buffers = 0
cts.repair.resized = 0
hold_buffers = 0

[worst_setup_path]
cp-end-kind = "output port"
cp.required_ps = 18480
max_stage_delay_ps = 950
cp_max_fo = 39
start_kind = "input pin"
path_delay_family = "simple AND/OR/NAND/NOR gates"
critPathArrivalTime_ps = 12940
crit_buf_inv = 5
critical_path_class = "in2out"
crit_cells = 25
endpoint = "jb_addr[3]"
cp-startpoint = "immed"
cp_slowest_cell = "a221oi_1"

[final_timing]
clock.fmax_mhz = 56.9
finalSetupViolCount = 0
rsz0062_at_grt = "false"
drv_slew = 0
tns_ps = 0
fin_crit_sh_pct = 76.0
worst_pin_slew_ps = 1110
setup_ws_ps = 5540
slew_headroom_pct = 26.0
period_minus_slack_ps = 17560
hold_violations = 0

[route]
detail-route-antenna-nets = 0
wl_per_cell_um = 35.1
viasPerCell = 6.44
vias = 21100
drt_iter0_markers = 2260
drc_errors = 0
first_pass_iters = 6
wirelength_um = 115000

[grt]
antenna_found_initial = 8
groute.usage.overall_pct = 40.2
grt_pass1_vias = 20000
overflow = 0
grt_max_degree = 49
grt_pass1_wl_um = 159000

[placement]
dp_hpwl_um = 92600
routabilityCongestion = 1.06
placed_area_sq_um = 20200
dp_cells = 3270
port_buffers = 225
place_ws_ps = 5620

[flow_run]
drv_cap = 0
log.warning_count = 110

[hold_path]
min_path_type = "in2out"
area by class of cell:
type | count | area (sq um)
Fill cell | 5847 | 35200
Multi-Input combinational cell | 2044 | 15700
Timing Repair Buffer | 349 | 3140
Tap cell | 748 | 936
Inverter | 129 | 484
Antenna cell | 2 | 5.00
cell usage in the layout (no fill, tap or decap), types with 12 or more instances in the layout:
| master | instances |
|---|---|
| nor3_1 | 54 |
| nand2b_1 | 41 |
| xor2_1 | 31 |
| nand4_1 | 18 |
| a32oi_1 | 13 |
| o21ai_0 | 120 |
| a31oi_1 | 39 |
| or3_1 | 18 |
| clkdlybuf4s50_1 | 215 |
| nor2_1 | 181 |
| mux2i_1 | 177 |
| o2111ai_1 | 17 |
| mux4_2 | 44 |
| nand3_1 | 60 |
| a211oi_1 | 35 |
| o31ai_1 | 21 |
| o21a_1 | 12 |
| and3_1 | 15 |
| a21oi_1 | 165 |
| mux2_2 | 47 |
| buf_4 | 126 |
| a211o_1 | 14 |
| nand2_1 | 169 |
| nor2b_1 | 39 |
| o221ai_1 | 16 |
| o21bai_1 | 19 |
| fa_1 | 12 |
| ha_1 | 182 |
| a21o_1 | 40 |
| o211ai_1 | 31 |
| a221oi_1 | 13 |
| a22oi_1 | 25 |
| xnor2_1 | 90 |
| nor4_1 | 13 |
| inv_1 | 122 |
| o22ai_1 | 47 |
routing by layer:
metal | routed length (um) | GRT usage (%) | vias up
met3 | 11100 | 9.37 | 260
met1 | 48900 | 55.7 | 10300
met4 | 6550 | 18.0 | 6
met5 | 43 | 0 | -
li1 | - | - | 9239
met2 | 48400 | 59.2 | 1242
through the flow:
stage                     power, mW  hold slack [ps]
after floorplan               0.355             9290
after CTS                     0.635            10180
after global placement        0.638            10180
after global routing          0.687            10230
final                         0.654            10180
after detailed placement      0.632            10170
how the worst min path moves through the flow:
stage	start	to	slack, ps	depth (start not counted)
after global routing	pc_1[11]	alu_result[11]	10230	4
after CTS	pc_1[11]	alu_result[11]	10180	4
final	pc_1[11]	alu_result[11]	10180	4
cell families after synthesis:
| kind of cell | synth area share [%] |
|---|---|
| and+or+nand+nor | 21.1 |
| buffers and inverters | 7.87 |
| AOI/OAI and AO/OA | 30.2 |
| xor gates and xnor gates | 6.25 |
| muxes | 19.7 |
| adders and majority gates | 14.8 |
power by group through the flow:
stage	Sequential [mW]	Combinational (mW)	Clock, mW
global route	0	0.687	0
CTS	0	0.635	0
worst min-delay path: stages:
cell	delay [ps]
clkdlybuf4s50_1	420
inv_1	60
mux2i_1	60
clkdlybuf4s50_1	390
Power figures rest on the tool's default switching activity, not on a simulated workload.
