==> flow/design.v <==
module reorder_buffer_beh(
    input rst, clk,
    input isDispatch,  
    input isSW,    
    input RegDest,     
    input [5:0] PR_old_DP,  
    input [5:0] PR_new_DP,
    input [4:0] rd_DP,  
    input complete,     
    input [3:0] rob_number,   
    input [31:0] jb_addr,     
    input changeFlow,    
    input hazard_stall,    
    output [3:0] rob_num_dp,  
    output [5:0] PR_old_RT,   
    output RegDest_retire,      
    output retire_reg,   
    output retire_ST,
    output [3:0] retire_rob,    
    output full, empty,   
    output RegDest_out,
    output [5:0] PR_old_flush,
    output [5:0] PR_new_flush,
    output [4:0] rd_flush,
    output [3:0] out_rob_num,   
    output reg changeFlow_out,    
    output reg [31:0] changeFlow_addr,
    output reg recover           
);
reg [18:0] rob [0:15];   
reg [15:0] complete_array;
reg [3:0] head, tail;
reg dec_tail;   
assign rob_num_dp = tail;
wire read, write;
assign write = isDispatch && !full && !recover && !hazard_stall;
assign read = retire_reg && !empty && !recover && !hazard_stall;
always @(posedge clk or negedge rst) begin
    if (!rst) begin
        head <= 4'h0;
    end
    else if (read) begin
        head <= head + 1;
    end
end
assign retire_reg = complete_array[head];    
assign PR_old_RT = rob[head][11:6];       
assign retire_ST = rob[head][17];        
assign RegDest_retire = rob[head][18];
assign retire_rob = head;
always @(posedge clk or negedge rst) begin
    if (!rst)
        tail <= 4'h0;
    else if (dec_tail)
        tail <= tail - 1;    
    else if (write) begin
        tail <= tail + 1;
        rob[tail] <= {RegDest, isSW, rd_DP, PR_old_DP, PR_new_DP};
        complete_array[tail] <= 0;    
    end
end
reg [4:0] status_cnt;
always @(posedge clk or negedge rst) begin
    if (!rst) 
        status_cnt <= 4'h0;
    else if (write && !read)    
        status_cnt <= status_cnt + 1;
    else if (read && !write)   
        status_cnt <= status_cnt - 1;
    else if (dec_tail)
        status_cnt <= status_cnt - 1;
end
assign full = status_cnt[4];   
assign empty = ~(|status_cnt);
reg [3:0] branch_rob;
reg store_jb_addr;
always @(posedge clk or negedge rst) begin
    if (!rst) 
        complete_array <= 0;
    else if (complete) 
        complete_array[rob_number] <= 1'b1;     
end
always @(posedge clk or negedge rst) begin
    if (!rst) begin
        changeFlow_addr <= 0;
        branch_rob <= 0;
    end
    else if (store_jb_addr) begin
        changeFlow_addr <= jb_addr;
        branch_rob <= rob_number;    
    end
end
assign out_rob_num = tail;   
localparam IDLE = 1'b0;
localparam REC = 1'b1;
reg state, nstate;
always @(posedge clk or negedge rst) begin
    if (!rst) 
        state <= IDLE;
    else
        state <= nstate;
end
wire recover_end = (branch_rob + 1 == tail);
always @(*) begin
    nstate = IDLE;
    dec_tail = 0;
    recover = 0;
    store_jb_addr = 0;
    changeFlow_out = 0;
    case (state) 
     IDLE: begin
         if(complete && changeFlow) begin
             nstate = REC;
             dec_tail = 1;
             recover = 1;
             store_jb_addr = 1;
         end
         else
             nstate = IDLE;
     end
     default: begin                   
         if(recover_end) begin
            nstate = IDLE;
            changeFlow_out = 1;
         end
         else begin
            nstate = REC;
            dec_tail = 1;
            recover = 1;
         end
     end
    endcase
end
assign rd_flush = rob[tail-1][16:12];
assign PR_old_flush = rob[tail-1][11:6];
assign PR_new_flush = rob[tail-1][5:0];
assign RegDest_out = rob[tail-1][18];
endmodule
==> flow/run.sh <==
#!/bin/bash
# OpenROAD 26Q1-2900-gdf79404cd8, Yosys 0.63+post, stock flow scripts
make -C /OpenROAD-flow-scripts/flow DESIGN_CONFIG=/design/flow/config.mk WORK_HOME=/design/flow/orfs finish
==> flow/config.mk <==
export PLATFORM = sky130hd
export DESIGN_NAME = reorder_buffer_beh
export DESIGN_NICKNAME = reorder_buffer_beh
export VERILOG_FILES = /design/flow/design.v
export SDC_FILE = /design/flow/constraint.sdc
export NUM_CORES = 4
export LEC_CHECK = 1
export CORE_UTILIZATION = 50
==> flow/constraint.sdc <==
current_design reorder_buffer_beh

set clk_period 9.0
set clk_io_pct 0.2

create_clock -name clk0 -period $clk_period [get_ports {clk}]

set non_clock_inputs [all_inputs -no_clocks]
set_input_delay [expr $clk_period * $clk_io_pct] -clock clk0 $non_clock_inputs
set_output_delay [expr $clk_period * $clk_io_pct] -clock clk0 [all_outputs]
==> run_summary.xml <==
<?xml version="1.0" encoding="UTF-8"?>
<metrics>
  <group name="logic_synthesis">
    <metric name="yosys.cell_types.count" unit="">79</metric>
    <metric name="post_synth_xor_area_fraction" unit="">0.009735</metric>
    <metric name="synth-seq-area-share" unit="">0.6258</metric>
    <metric name="simple_gate_share" unit="">0.08344</metric>
    <metric name="post_synth_main_logic_family" unit="">AND-OR/OR-AND gates</metric>
    <metric name="edf_count" unit="">320</metric>
    <metric name="numSynthFlops" unit="">386</metric>
    <metric name="synthAoiAreaFrac" unit="">0.1604</metric>
    <metric name="synth_chip_area" unit="mm^2">0.01799</metric>
    <metric name="synth.yosys.num_cells" unit="">1317</metric>
    <metric name="ys.flop_type" unit="">edfxtp_1</metric>
    <metric name="muxShareOfSynthArea" unit="">0.07892</metric>
    <metric name="adder_share" unit="">0.01432</metric>
    <metric name="yosysWarningCount" unit="">2</metric>
    <metric name="synth-async-reset-ratio" unit="">0.1710</metric>
  </group>
  <group name="run_status">
    <metric name="run_status" unit="">did not finish</metric>
    <metric name="failed_stage" unit="">1_2_yosys</metric>
    <metric name="firstError" unit="">ERROR: Found 16 problems in &#x27;check -assert&#x27;.</metric>
  </group>
</metrics>
==> cells by family after synthesis <==
group / after synthesis
AOI/OAI and AO/OA: 378
xor gates and xnor gates: 20
adders and majority gates: 20
buffers and inverters: 104
DFF: 386
muxes: 117
and+or+nand+nor: 292
==> synth_stat cells, drive strengths merged, types with 9 or more instances <==
library cell  number  area share
nor3              21      0.0070
inv               15      0.0031
nor2b             17      0.0059
buf               43       0.015
mux2i             53       0.029
mux2              49       0.031
nand3             41       0.011
mux4              15       0.019
a22o              20      0.0097
nor2              55       0.011
nand4             20      0.0070
xnor2             14      0.0068
a22oi             90       0.038
nand2             82       0.017
nor3b              9      0.0040
and3              10      0.0035
a21o              18      0.0075
a21oi             22      0.0063
o22ai              9      0.0031
a32oi              9      0.0044
a21boi            10      0.0042
a221oi            29       0.015
a31oi             16      0.0056
a211oi            14      0.0061
ha                19       0.013
edfxtp           320        0.53
clkbuf            46      0.0096
o21ai             46       0.013
dfrtp             66       0.092
a222oi            23       0.013
