[flow/constraint.sdc]
current_design reorder_buffer

set clk_period 10.4
set clk_io_pct 0.2

create_clock -name clk0 -period $clk_period [get_ports {clk}]

set non_clock_inputs [all_inputs -no_clocks]
set_input_delay [expr $clk_period * $clk_io_pct] -clock clk0 $non_clock_inputs
set_output_delay [expr $clk_period * $clk_io_pct] -clock clk0 [all_outputs]
[flow/run.sh]
#!/bin/bash
# OpenROAD 26Q1-2900-gdf79404cd8, Yosys 0.63+post, stock flow scripts
make -C /OpenROAD-flow-scripts/flow DESIGN_CONFIG=/design/flow/config.mk WORK_HOME=/design/flow/orfs finish
[flow/design.v]
module reorder_buffer(
    input rst, clk,
    input isDispatch,  
    input isSW,    
    input RegDest,     
    input [5:0] PR_old_DP,  
    input [5:0] PR_new_DP,
    input [4:0] rd_DP,  
    input complete,     
    input [3:0] rob_number,   
    input [31:0] jb_addr,     
    input changeFlow,    
    input hazard_stall,    
    output [3:0] rob_num_dp,  
    output [5:0] PR_old_RT,   
    output RegDest_retire,      
    output retire_reg,   
    output retire_ST,
    output [3:0] retire_rob,    
    output full, empty,   
    output RegDest_out,
    output [5:0] PR_old_flush,
    output [5:0] PR_new_flush,
    output [4:0] rd_flush,
    output [3:0] out_rob_num,   
    output reg changeFlow_out,    
    output reg [31:0] changeFlow_addr,
    output reg recover           
);
reg [18:0] rob [0:15];   
reg [15:0] complete_array;
reg [3:0] head, tail;
reg dec_tail;   
assign rob_num_dp = tail;
wire read, write;
assign write = isDispatch && !full && !recover && !hazard_stall;
assign read = retire_reg && !empty && !recover && !hazard_stall;
always @(posedge clk or negedge rst) begin
    if (!rst) begin
        head <= 4'h0;
    end
    else if (read) begin
        head <= head + 1;
    end
end
assign retire_reg = complete_array[head];    
assign PR_old_RT = rob[head][11:6];       
assign retire_ST = rob[head][17];        
assign RegDest_retire = rob[head][18];
assign retire_rob = head;
always @(posedge clk or negedge rst) begin
    if (!rst)
        tail <= 4'h0;
    else if (dec_tail)
        tail <= tail - 1;    
    else if (write) begin
        tail <= tail + 1;
        rob[tail] <= {RegDest, isSW, rd_DP, PR_old_DP, PR_new_DP};
    end
end
reg [4:0] status_cnt;
always @(posedge clk or negedge rst) begin
    if (!rst) 
        status_cnt <= 4'h0;
    else if (write && !read)    
        status_cnt <= status_cnt + 1;
    else if (read && !write)   
        status_cnt <= status_cnt - 1;
    else if (dec_tail)
        status_cnt <= status_cnt - 1;
end
assign full = status_cnt[4];   
assign empty = ~(|status_cnt);
reg [3:0] branch_rob;
reg store_jb_addr;
genvar i;
generate for (i = 0; i < 16; i = i + 1) begin : complete_part
    always @(posedge clk or negedge rst) begin
        if (!rst) 
            complete_array[i] <= 0;
        else if (rob_number == i && complete) 
            complete_array[i] <= 1'b1;     
        else if (tail == i && write)
            complete_array[i] <= 1'b0;    
    end
end
endgenerate
always @(posedge clk or negedge rst) begin
    if (!rst) begin
        changeFlow_addr <= 0;
        branch_rob <= 0;
    end
    else if (store_jb_addr) begin
        changeFlow_addr <= jb_addr;
        branch_rob <= rob_number;    
    end
end
assign out_rob_num = tail;   
localparam IDLE = 1'b0;
localparam REC = 1'b1;
reg state, nstate;
always @(posedge clk or negedge rst) begin
    if (!rst) 
        state <= IDLE;
    else
        state <= nstate;
end
wire recover_end = (branch_rob + 1 == tail);
always @(*) begin
    nstate = IDLE;
    dec_tail = 0;
    recover = 0;
    store_jb_addr = 0;
    changeFlow_out = 0;
    case (state) 
     IDLE: begin
         if(complete && changeFlow) begin
             nstate = REC;
             dec_tail = 1;
             recover = 1;
             store_jb_addr = 1;
         end
         else
             nstate = IDLE;
     end
     default: begin                   
         if(recover_end) begin
            nstate = IDLE;
            changeFlow_out = 1;
         end
         else begin
            nstate = REC;
            dec_tail = 1;
            recover = 1;
         end
     end
    endcase
end
assign rd_flush = rob[tail-1][16:12];
assign PR_old_flush = rob[tail-1][11:6];
assign PR_new_flush = rob[tail-1][5:0];
assign RegDest_out = rob[tail-1][18];
endmodule
[flow/config.mk]
export PLATFORM = sky130hd
export DESIGN_NAME = reorder_buffer
export DESIGN_NICKNAME = reorder_buffer
export VERILOG_FILES = /design/flow/design.v
export SDC_FILE = /design/flow/constraint.sdc
export NUM_CORES = 4
export LEC_CHECK = 1
export CORE_UTILIZATION = 50
==> qor.yml <==
cts_setup_buffers: 0
post-dp-hpwl_um: 29550
drtIter0Drc: 1086
pre_cts_slack_ns: 4.041
grt_usage: 0.3348
core_mm2: 0.03245
finalMaxSlewViolations: 0
clock_path_buffers: 3
die_h_um: 183.5
io_buffers: 135
max_freq_ghz: 0.1413
crit_path_start_kind: "flop"
ir_drop_v: 0.0001688
drt-total-wl_um: 50710
cts_sinks: 370
synth_cell_types: 76
via_per_inst: 6.586
grt_pass1_vias: 11771
syn_inst: 1171
fin_ws_ns: 3.322
setup_tns_ns: 0
n_fill_cell: 2501
clkTransAtPathRegs_ns: 0.06
globalplace.congestion: 0.9604
max_slew_margin: 0.3002
gr-total-overflow: 0
antenna_found_initial: 0
area_growth_pct: 18.38
warning_count: 34
rows: 66
yosys_warnings: 2
wire_per_inst_um: 28.62
crit_path_max_incr_delay_ns: 0.66
ys_chip_area_mm2: 0.01647
cp_max_fo: 62
ff_type: "edfxtp_1"
grt_pass1_wl_um: 74750
cts_hold_buf: 0
hp-class: "reg2reg"
die-area_mm2: 0.03366
die_w_um: 183.5
worstPathRequired_ns: 8.32
fp_util: 0.5074
ys_cells: 1171
clk-insertion-delay-late_ns: 0.55
setup_violations: 0
status: "finished, final reports clean"
critPathKind: "reg2out"
post-route-min-period_ns: 7.078
layout.area.comb_mm2: 0.005258
rsz0062_at_grt: "no"
edf_count: 304
worstMarginPinSlew_ns: 1.023
fin_skew_ns: 0.02507
numCtsBuffers: 39
layout-drive-gt1-share: 0.1384
yosys.stat.seqShare: 0.6547
cts_tree: "built"
cp.arrival_ns: 5.00
post_cts_resized: 0
vias: 11670
crit_chain: "inv_1 > ha_2 > buf_4 > inv_1 > o41ai_2 > buf_4 > and2_1 > a22o_1 > a221oi_1 > a32oi_1 > clkdlybuf4s50_1"
flop_area_mm2: 0.01078
hold_viol: 0
drc: 0
synth_flops: 370
first_pass_iters: 8
leakage_nw: 6.456
cp-end-kind: "primary output"
crit_slowest_cell: "and2_1"
root_buffer: "clkbuf_16"
synth_area_mm2: 0.01647
cap_viol_max_count: 0
power.density_mw_per_mm2: 296.5
final.period_utilization: 0.6805
async_reset_ff_frac: 0.1784
grt_max_degree: 63
ios: 136
syn_avg_cell_area_um2: 14.06
final_antenna_net_count: 0
h-tree-depth: 2
[placed cells by master, fill, tap and decap left out, types with 18 or more instances in the layout]
| master | synthesis | layout |
|---|---|---|
| a21oi_1 | 35 | 35 |
| dfrtp_1 | 66 | 66 |
| buf_4 | 14 | 39 |
| and3_1 | 18 | 18 |
| mux2i_1 | 24 | 24 |
| o21ai_0 | 30 | 30 |
| a22oi_1 | 46 | 46 |
| mux2_2 | 48 | 48 |
| clkdlybuf4s50_1 | 0 | 134 |
| a32o_1 | 18 | 18 |
| a22o_1 | 28 | 28 |
| nand2_1 | 56 | 56 |
| nor2_1 | 53 | 37 |
| a32oi_1 | 24 | 24 |
| a31oi_1 | 24 | 24 |
| edfxtp_1 | 304 | 304 |
| nand3_1 | 43 | 43 |
| a221oi_1 | 34 | 34 |
| clkbuf_16 | 0 | 39 |
[worst max-delay path, delay by kind of cell (launching register included)]
| kind | cells | cell delay, ns |
|---|---|---|
| AND-OR/OR-AND | 4 | 1.03 |
| adder cells (fa/ha/maj) | 1 | 0.19 |
| buffers and inverters | 5 | 1.94 |
| flip-flops | 1 | 0.60 |
| AND/OR/NAND/NOR | 1 | 0.66 |
[area by class of cell]
| cell class | instances | area share |
|---|---|---|
| clock inverters | 15 | 0.007061 |
| clock buffers | 55 | 0.05469 |
| flip-flops and latches | 370 | 0.5531 |
| well taps | 442 | 0.02837 |
| inverters | 15 | 0.002889 |
| diodes | 1 | 0.0001284 |
| repair buffers | 174 | 0.08409 |
| multi-input cells | 700 | 0.2697 |
[per-layer routing]
layer  global-route usage  share of wire
met5              0.02222         0.0015
met4               0.1043          0.041
met3               0.1924           0.15
met2               0.4691           0.44
met1               0.4722           0.36
[logic make-up after synthesis]
family          share of synthesized area
buf+inv                           0.02903
mux                               0.05426
flops                              0.6547
fa+ha+maj                         0.01261
compound gates                     0.1696
simple gates                      0.07181
xor+xnor                         0.007979
[power by group]
part	internal (mW)	switching (mW)	leakage, nW
clock	0.746	0.573	0.584
sequential	1.73	0.0959	3.50
combinational	1.17	1.46	2.37
total	3.65	2.13	6.46
[flip-flops by register name, summed over array words and instances, names as in the netlist]
signal	count
status_cnt	5
complete_array	16
state	1
head	4
changeFlow_addr	32
rob	304
branch_rob	4
tail	4
[path summary, 6_finish.rpt]
check	start	endpoint	slack [ns]	cells after the start
worst max register to register	tail[2]$_DFFE_PN0P_	rob[11][6]$_DFFE_PP_	6.55	9
min in group asynchronous	rst	branch_rob[0]$_DFFE_PN0P_	1.52	1
max in group asynchronous	rst	changeFlow_addr[7]$_DFFE_PN0P_	7.92	2
worst min register to register	complete_array[2]$_DFFE_PN0P_	complete_array[2]$_DFFE_PN0P_	0.48	1
worst max-delay path	tail[0]$_DFFE_PN0P_	PR_old_flush[4]	3.32	11
worst min-delay path	complete_array[2]$_DFFE_PN0P_	complete_array[2]$_DFFE_PN0P_	0.48	1
[cells in the mapped netlist, types with 5 or more instances]
master     count  area share
a21o_1         7      0.0032
a31oi_1       24      0.0091
nand2_1       56       0.013
o2bb2ai_1      8      0.0043
ha_1          15       0.011
clkbuf_1      43      0.0098
mux2i_1       24       0.015
a221oi_1      34       0.018
inv_1         12      0.0027
a22o_1        28       0.015
edfxtp_1     304        0.55
o22ai_1       14      0.0053
a211oi_1      13      0.0059
nor2_1        53       0.012
a21oi_1       35       0.011
xnor2_1       14      0.0074
mux4_2         5      0.0068
mux2_2        48       0.033
a222oi_1      17       0.010
and3_1        18      0.0068
dfrtp_1       66        0.10
a32o_1        18       0.011
and2_1        13      0.0049
o221ai_1       7      0.0037
o32a_1         7      0.0043
buf_4         14      0.0064
o21ai_0       30      0.0091
and4_1         5      0.0027
nand3_1       43       0.013
nor3_1        11      0.0033
buf_1          7      0.0016
a32oi_1       24       0.013
nor2b_1        8      0.0030
buf_2         19      0.0058
nand4_1        9      0.0034
a22oi_1       46       0.021
[stage by stage]
stage	power [mW]	instance area, um^2	instances	hold WS, ns	utilization
5_1_grt	6.057	19490	1771	0.4972	0.6005
3_5_place_dp	4.432	18290	1701	0.4652	0.5635
6_report	5.780	19490	1772	0.4753	0.6006
4_1_cts	5.760	19490	1771	0.4786	0.6005
2_1_floorplan	3.303	16470	1171	0.4489	-
3_3_place_gp	4.425	18290	1701	0.4628	0.5635
Power and IR drop assume default switching activity.
