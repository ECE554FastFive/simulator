==> /design/flow/design.v <==
module map_table(
    output [5:0] p_rs, p_rt,
    output p_rs_v, p_rt_v,
    output [5:0] PR_old_rd,
    input clk, rst,
    input hazard_stall,  
    input isDispatch,
    input [4:0] l_rs, l_rt, l_rd,
    input RegDest,
    input [5:0] p_rd_new,
    input [4:0] recover_rd,
    input [5:0] p_rd_flush,
    input recover,
    input RegDest_ROB,
    input [5:0] p_rd_compl,
    input complete,
    input RegDest_compl  
);
reg [5:0] mt [0:31];
reg [63:0] PR_valid;   
wire write_new_rd;
integer i;
assign write_new_rd = isDispatch && RegDest && !hazard_stall && !recover;
always @(posedge clk or negedge rst) begin
    if (!rst) begin                              
        for (i = 0; i < 32; i = i + 1) begin
            mt[i] <= i;
        end
    end
    else if (write_new_rd)
        mt[l_rd] <= p_rd_new;
    else if (RegDest_ROB && recover) 
        mt[recover_rd] <= p_rd_flush;     
end
assign p_rs = mt[l_rs];
assign p_rt = mt[l_rt];
assign PR_old_rd = mt[l_rd];  
always @(posedge clk or negedge rst) begin
    if (!rst) begin
        PR_valid <= 64'hFFFFFFFFFFFFFFFF;
    end
    else begin
        if (write_new_rd)
            PR_valid[p_rd_new] <= 1'b0;  
        if (complete && RegDest_compl)   
            PR_valid[p_rd_compl] <= 1'b1;  
   end
end
assign p_rs_v = PR_valid[p_rs];
assign p_rt_v = PR_valid[p_rt];     
endmodule
==> /design/flow/run.sh <==
#!/bin/bash
# OpenROAD 26Q1-2900-gdf79404cd8, Yosys 0.63+post, stock flow scripts
make -C /OpenROAD-flow-scripts/flow DESIGN_CONFIG=/design/flow/config.mk WORK_HOME=/design/flow/orfs finish
==> /design/flow/config.mk <==
export PLATFORM = sky130hd
export DESIGN_NAME = map_table
export DESIGN_NICKNAME = map_table
export VERILOG_FILES = /design/flow/design.v
export SDC_FILE = /design/flow/constraint.sdc
export NUM_CORES = 4
export LEC_CHECK = 1
export CORE_UTILIZATION = 40
==> /design/flow/constraint.sdc <==
current_design map_table

set clk_period 13.5
set clk_io_pct 0.2

create_clock -name clk0 -period $clk_period [get_ports {clk}]

set non_clock_inputs [all_inputs -no_clocks]
set_input_delay [expr $clk_period * $clk_io_pct] -clock clk0 $non_clock_inputs
set_output_delay [expr $clk_period * $clk_io_pct] -clock clk0 [all_outputs]
==> out/summary.rpt <==
================================================================================
Run status                                                          complete, no violations
Setup bufs post-CTS                                                            0
CP Buf/Inv Count                                                               5
Critical path type                                                  input port to output pin
Synth top area cells                                                dfstp_2, dfrtp_1, mux2_2
Routed via count divided by cell count                                      7.04
Width of the die                                                          208 um
Post-CTS resize count                                                          0
Largest fanout of any net on the critical path                                44
Seq/Total Area, Yosys                                                      0.389
Period minus WS final                                                    9.84 ns
Setup tns final                                                             0 ns
Yosys top cell by instances                                              o21ai_0
Slowest CP cell                                                        a2111oi_1
CTS tree                                                                    done
RD Place Congestion                                                         1.11
P per Cell Area                                                      141 nW/um^2
Ys async rst share                                                          1.00
Slew @ Worst Pin                                                         1.01 ns
Vertical die dimension                                                    208 um
Total die area                                                       43100 sq um
Achievable Freq                                                          102 MHz
Sort of element at the end of the critical path                       output pin
Ports placed on the boundary                                                  67
Global route overflow                                                          0
Largest type area fraction                                                 0.224
Vias post-DR                                                               17100
Beginning of the worst register-to-register path                       mt[13][1]
Buffer depth of the longest clock path                                         3
Clock slew at reported path FFs                                          0.06 ns
Final worst path period share                                              0.729
Flop2flop setup slack                                                   12.50 ns
Number of antenna-violating nets in the routed design                          0
Min-delay src                                                        PR_valid[9]
Required time worst endpoint                                            10.80 ns
Core footprint                                                       41300 sq um
Drt pass-1 iters                                                               6
Maximum number of pins on one net before global-route repair                  80
Post-detailed-route DRC marker count                                           0
Number of setup violations in the final report                                 0
Largest incremental delay on the critical path                           0.68 ns
Tally of yosys warning messages                                                2
Hold Fails Final Rpt                                                           0
Yosys stat area                                                      16900 sq um
Yosys Instances                                                             1791
Site row count                                                                74
Data arrival, critical path                                              7.14 ns
Cell family with the largest share of critical-path delay           buffers and inverters
Slew headroom                                                              0.327
Number of clock buffers inserted by TritonCTS                                 31
Tally of OpenROAD warnings                                                    31
Startpoint of the most critical setup path                               l_rt[0]
Unrepaired setup endpoints after global routing                            false
Final Slew Violations                                                          0
Pre-Place Util                                                             0.410
Detailed-route wire length per cell                                      38.5 um
Final wirelength                                                        93400 um
Drt first-iter violations                                                   1829
Number of synthesized register bits                                          256
Cell chosen for the clock root                                         clkbuf_16
Vias in the first global route                                             16700
Number of enable-type register cells in the synthesized netlist                0
Clock insertion delay at the later pin of the skew report                0.61 ns
Layout overhead on the synthesized area                                    15.3%
Number of antenna violations at the first check in global routing              1
Post-layout worst setup margin                                           3.66 ns
Global-route wire length before repair                                 131000 um
Antenna diode count                                                            0
Number of port buffers                                                        66
Fin Clk Skew                                                                0 ns
Fraction of final layout cells with drive strength greater than 1          0.265
Class of the worst hold path                                        flip-flop to flip-flop
Post-Syn Area                                                        16900 sq um
Dpl ws                                                                   3.79 ns
Number of standard cells after synthesis                                    1791
Mean post-synth cell area                                             9.45 sq um
Leakage power summed over all cells                                      7.58 nW
Sum of internal, switching and leakage power                             2.75 mW
TritonCTS Sinks                                                              256
List of most frequent post-synthesis cells                          o21ai_0, mux2_2, dfstp_2
Cell Type Count                                                               78
Endpoint of the lowest-slack register-to-register path                 mt[13][1]
Total track usage                                                          0.449
Cell accounting for the most synthesized area                            dfstp_2
Number of cells on the worst hold path                                         2
Placed wire-length estimate                                             70700 um
Startpoint Class                                                      input port
CTS HTree Levels                                                               1
Number of cells traversed by the worst register-to-register path               1
Crit path cell chain                                                buf_2, buf_4, inv_1, nand2_1, o2111ai_1, a2111oi_1, a21oi_4, buf_4, mux2i_1, a221oi_1, nand2_1, a311oi_1, o311a_1, clkdlybuf4s50_1
Dominant Register Cell                                                   dfstp_2
CTS Hold Buffers Added                                                         0
Max IR drop VDD                                                         0.138 mV
Hold path endpoint                                                   PR_valid[9]
Total of max-cap violations                                                    0
Hold Worst Slack                                                        0.524 ns
================================================================================
==> placed cells by master (no fill, tap or decap), types with 10 or more instances in the layout <==
cell / instances
a221oi_1: 47
a22oi_1: 73
and3_1: 20
dfstp_2: 144
nor2_1: 131
nand3_1: 74
nand2_1: 123
a211oi_1: 13
clkbuf_16: 31
nand2b_1: 20
dfrtp_1: 112
and3b_1: 13
a22o_1: 58
buf_4: 105
clkdlybuf4s50_1: 59
o21ai_0: 169
a31oi_1: 20
nand4_1: 25
mux2i_1: 98
a21oi_1: 98
nor2b_1: 21
mux2_2: 165
a32oi_1: 18
o22ai_1: 10
nor3_1: 27
nand3b_1: 15
inv_1: 17
==> final cells by class <==
cell class / count / area [sq um]
clock buffers: 42 / 887
clock inverters: 16 / 181
fillers: 3805 / 21800
inverters: 17 / 63.8
multi-input cells: 1391 / 9700
flip-flops and latches: 256 / 6590
well taps: 532 / 666
repair buffers: 171 / 1420
==> where the power goes <==
| part | leakage [nW] | switching [mW] | total [mW] | internal, mW |
|---|---|---|---|---|
| clock network | 0.528 | 0.361 | 0.865 | 0.504 |
| registers | 2.94 | 0.324 | 1.29 | 0.969 |
| logic | 4.11 | 0.325 | 0.591 | 0.265 |
==> registers in the layout, summed over array words and instances (netlist names) <==
register / flops
mt: 192
PR_valid: 64
==> worst max-delay path by stage <==
stage / slack, ns / to / cells past startpoint
global route: 3.58 / p_rt_v / 14
CTS: 3.79 / p_rt_v / 14
finish: 3.66 / p_rt_v / 14
==> cells by family (layout without fill, tap and decap cells) <==
family	after synthesis	in the layout	share of synthesized area
compound gates	584	584	0.235
buf+inv	144	246	0.0393
fa+ha+maj	8	8	0.00592
mux	264	264	0.169
simple gates	526	526	0.157
xor+xnor	9	9	0.00466
flops	256	256	0.389
==> layer usage <==
layer,vias to the layer above,part of all wire,track usage
li1,7037,-,-
met1,8421,0.39,0.612
met2,1262,0.40,0.608
met3,339,0.14,0.212
met4,12,0.060,0.198
met5,-,0.0062,0.0901
==> worst min-delay path: cells and delay by family, from the launching register on <==
family	cells	cell delay, ns
DFF	1	0.38
AOI/OAI and AO/OA	2	0.14
==> per-stage QoR <==
stage | cells | instance area (sq um) | util
after floorplan | 1791 | 16900 | -
after global placement | 2367 | 18400 | 0.447
after detailed placement | 2367 | 18400 | 0.447
after CTS | 2425 | 19500 | 0.472
after global routing | 2425 | 19500 | 0.472
final | 2425 | 19500 | 0.472
No activity file was given, so power comes from the tool's default toggle rates.
